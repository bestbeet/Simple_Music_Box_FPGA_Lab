File: flow/design.v
`timescale 1ns / 1ps
module music(
    input	clk,
	 input	onoff,
	 input [6:0] note,
	 output o
	 );
	parameter doo = (25000000/262/2);
	parameter re = (25000000/294/2);
	parameter mi = (25000000/330/2);
	parameter fa = (25000000/349/2);
	parameter sol = (25000000/392/2);
	parameter la = (25000000/440/2);
	parameter si = (25000000/494/2);
	reg s_do,s_re,s_mi,s_fa,s_sol,s_la,s_si;
	reg [31:0] cnt1,cnt2,cnt3,cnt4,cnt5,cnt6,cnt7;
	reg sp;
	assign	o = sp;
	always@(note)
	begin
		if(onoff == 0)	sp <= 0;
		else
		case(note)
			7'b0000001:	sp <= s_do;
			7'b0000010:	sp <= s_re;
			7'b0000100:	sp <= s_mi;
			7'b0001000:	sp <= s_fa;
			7'b0010000:	sp <= s_sol;
			7'b0100000:	sp <= s_la;
			7'b1000000:	sp <= s_si;
		endcase
	end
	always@(posedge clk)
	begin
	if(cnt1 == 0) cnt1 <= doo-1; else cnt1 <= cnt1-1;
	end
	always@(posedge clk) if(cnt1 == 0) s_do <= ~s_do;
	always@(posedge clk)
	begin
	if(cnt2 == 0) cnt2 <= re-1; else cnt2 <= cnt2-1;
	end
	always@(posedge clk) if(cnt2 == 0) s_re <= ~s_re;
	always@(posedge clk)
	begin
	if(cnt3 == 0) cnt3 <= mi-1; else cnt3 <= cnt3-1;
	end
	always@(posedge clk) if(cnt3 == 0) s_mi <= ~s_mi;
	always@(posedge clk)
	begin
	if(cnt4 == 0) cnt4 <= fa-1; else cnt4 <= cnt4-1;
	end
	always@(posedge clk) if(cnt4 == 0) s_fa <= ~s_fa;
	always@(posedge clk)
	begin
	if(cnt5 == 0) cnt5 <= sol-1; else cnt5 <= cnt5-1;
	end
	always@(posedge clk) if(cnt5 == 0) s_sol <= ~s_sol;
	always@(posedge clk)
	begin
	if(cnt6 == 0) cnt6 <= la-1; else cnt6 <= cnt6-1;
	end
	always@(posedge clk) if(cnt6 == 0) s_la <= ~s_la;
	always@(posedge clk)
	begin
	if(cnt7 == 0) cnt7 <= si-1; else cnt7 <= cnt7-1;
	end
	always@(posedge clk) if(cnt7 == 0) s_si <= ~s_si;
endmodule
File: flow/run.sh
#!/bin/bash
# OpenROAD 26Q1-2900-gdf79404cd8, Yosys 0.63+post, stock flow scripts
make -C /OpenROAD-flow-scripts/flow DESIGN_CONFIG=/design/flow/config.mk WORK_HOME=/design/flow/orfs finish
File: flow/config.mk
export PLATFORM = sky130hd
export DESIGN_NAME = music
export DESIGN_NICKNAME = music
export VERILOG_FILES = /design/flow/design.v
export SDC_FILE = /design/flow/constraint.sdc
export NUM_CORES = 4
export LEC_CHECK = 1
export CORE_UTILIZATION = 50
File: flow/constraint.sdc
current_design music

set clk_period 10.4
set clk_io_pct 0.2

create_clock -name clk0 -period $clk_period [get_ports {clk}]

set non_clock_inputs [all_inputs -no_clocks]
set_input_delay [expr $clk_period * $clk_io_pct] -clock clk0 $non_clock_inputs
set_output_delay [expr $clk_period * $clk_io_pct] -clock clk0 [all_outputs]
==> flow_summary.html <==
<h2>Implementation results</h2>
<table>
<tr><th>Metric</th><th>Value</th></tr>
<tr><th colspan="2">Finish</th></tr>
<tr><td>FF/Latch Area</td><td>0.004710 mm²</td></tr>
<tr><td>Layout Area Growth over Synthesis</td><td>11.22%</td></tr>
<tr><td>Share of the core filled with cells in the final layout</td><td>between 50% and 60%</td></tr>
<tr><td>Share of cells above drive strength 1</td><td>7.112%</td></tr>
<tr><td>Multi-input combinational cell area</td><td>slightly above 0.005 mm²</td></tr>
<tr><td>Filler cell count</td><td>roughly 1.8k</td></tr>
<tr><th colspan="2">Timing</th></tr>
<tr><td>Final Max-Slew Violation Tally</td><td>0</td></tr>
<tr><td>Setup-failing EPs final</td><td>0</td></tr>
<tr><td>Min setup slack post-route</td><td>around 7.4 ns</td></tr>
<tr><td>Final clock skew</td><td>0.006323 ns</td></tr>
<tr><td>Share of the clock period used by the worst path</td><td>around 29%</td></tr>
<tr><td>Measured slew at the worst slew-check pin</td><td>roughly 0.75 ns</td></tr>
<tr><td>Number of register pins that no clock reaches</td><td>1</td></tr>
<tr><td>Number of unconstrained endpoints</td><td>2</td></tr>
<tr><td>Maximum achievable frequency</td><td>roughly 0.34 GHz</td></tr>
<tr><td>Worst-case headroom to the max-slew limit</td><td>roughly 50%</td></tr>
<tr><td>Total count of hold-check failures in the final report</td><td>0</td></tr>
<tr><td>Setup repair after global routing missed its margin</td><td>false</td></tr>
<tr><td>Post-route setup TNS</td><td>0 ns</td></tr>
<tr><td>Min cycle time layout</td><td>2.983 ns</td></tr>
<tr><th colspan="2">Setup path</th></tr>
<tr><td>Type of element launching the critical path</td><td>flip-flop</td></tr>
<tr><td>Setup slack, reg-to-reg</td><td>about 7.4 ns</td></tr>
<tr><td>Required time of the critical path</td><td>10.53 ns</td></tr>
<tr><td>Critical path startpoint</td><td>cnt1[3]$_SDFF_PN1_</td></tr>
<tr><td>Data arrival time of the critical path</td><td>approximately 3.1 ns</td></tr>
<tr><td>Critical path endpoint category</td><td>flip-flop</td></tr>
<tr><td>WS Path Type</td><td>reg2reg</td></tr>
<tr><td>Worst reg-to-reg path cell count</td><td>5</td></tr>
<tr><td>Source of the worst register-to-register timing path</td><td>cnt1[3]$_SDFF_PN1_</td></tr>
<tr><td>Endpoint of the worst register-to-register path</td><td>s_do$_DFFE_PN_</td></tr>
<tr><td>Critical path endpoint</td><td>s_do$_DFFE_PN_</td></tr>
<tr><td>Largest fanout of any net on the critical path</td><td>21</td></tr>
<tr><th colspan="2">Die</th></tr>
<tr><td>Overall die height</td><td>around 140 µm</td></tr>
<tr><td>Horizontal die dimension</td><td>about 140 µm</td></tr>
<tr><td>Core area</td><td>roughly 0.020 mm²</td></tr>
<tr><td>Die Footprint</td><td>0.02082 mm²</td></tr>
<tr><td>Pre-Place Util</td><td>between 50% and 60%</td></tr>
<tr><td>Io pins</td><td>10</td></tr>
<tr><td>Std-Cell Rows</td><td>~50</td></tr>
<tr><th colspan="2">Run</th></tr>
<tr><td>Max cap viols</td><td>0</td></tr>
<tr><td>Count of warning messages emitted by the tools</td><td>25</td></tr>
<tr><th colspan="2">Yosys</th></tr>
<tr><td>Yosys reg bits</td><td>~230</td></tr>
<tr><td>Largest family of logic cells by area</td><td>simple AND/OR/NAND/NOR gates</td></tr>
<tr><td>Chip area from the yosys synthesis statistics</td><td>0.01012 mm²</td></tr>
<tr><td>Post-synth tally of flip-flops with integrated enable</td><td>7</td></tr>
<tr><td>Synth Instances</td><td>around 1.1k</td></tr>
<tr><td>Post-Synth AOI/OAI Area</td><td>about 3.5%</td></tr>
<tr><td>Multiplexer share of the synthesized area</td><td>between 1.5 and 2%</td></tr>
<tr><td>Simple-gate area share of the yosys netlist</td><td>between 30% and 40%</td></tr>
<tr><td>Cell area after synthesis</td><td>just over 0.01 mm²</td></tr>
<tr><td>YS warnings</td><td>1</td></tr>
<tr><td>Fraction of the mapped netlist area in adder cells</td><td>0.8652%</td></tr>
<tr><td>XOR Share, Synth</td><td>between 10 and 15%</td></tr>
<tr><td>Prevailing post-synth register cell</td><td>sky130_fd_sc_hd__dfxtp_1</td></tr>
<tr><td>Number of standard cells reported by yosys</td><td>roughly 1.1k</td></tr>
<tr><td>Proportion of synthesized flip-flops having asynchronous set or reset</td><td>0%</td></tr>
<tr><td>Mean Syn Cell Area</td><td>approximately 8.9 µm²</td></tr>
<tr><td>Netlist cell types</td><td>roughly 56</td></tr>
<tr><th colspan="2">Placed design</th></tr>
<tr><td>DP HPWL</td><td>~11 mm</td></tr>
<tr><td>Last weighted congestion value of the routability-driven placer</td><td>around 0.8</td></tr>
<tr><td>Number of input and output port buffers inserted</td><td>9</td></tr>
<tr><td>Worst setup timing slack at the placement stage</td><td>7.441 ns</td></tr>
<tr><th colspan="2">CTS</th></tr>
<tr><td>CTS tree</td><td>done</td></tr>
<tr><td>Max clock buf depth</td><td>3</td></tr>
<tr><td>Insertion Delay late pin</td><td>0.50 ns</td></tr>
<tr><td>Clock transition time at the flip-flop clock pins of the worst setup and hold paths</td><td>0.06 ns</td></tr>
<tr><td>Count of hold buffers inserted by post-cts repair</td><td>0</td></tr>
<tr><td>Clock buffer count from CTS</td><td>25</td></tr>
<tr><td>Master cell of the clock root buffer</td><td>sky130_fd_sc_hd__clkbuf_16</td></tr>
<tr><td>H-tree lvl count</td><td>1</td></tr>
<tr><td>Post CTS Setup Buffer Count</td><td>0</td></tr>
<tr><td>Total of cells resized after clock tree synthesis</td><td>0</td></tr>
<tr><th colspan="2">Power and ir drop</th></tr>
<tr><td>Leakage</td><td>between 4 and 5 nW</td></tr>
<tr><td>Power density relative to cell area</td><td>around 160 mW/mm²</td></tr>
<tr><td>Maximum vdd drop</td><td>approximately 0.12 mV</td></tr>
<tr><th colspan="2">Detailed routing</th></tr>
<tr><td>Ratio of routed vias to standard cells</td><td>approximately 5</td></tr>
<tr><td>Total DRC errors in the routed layout</td><td>0</td></tr>
<tr><td>Total via count in the routed design</td><td>7369</td></tr>
<tr><td>DRT Pass-1 Iters</td><td>4</td></tr>
<tr><td>Total wirelength of the detailed-routed design</td><td>~17 mm</td></tr>
<tr><td>Post-route ant nets</td><td>0</td></tr>
<tr><td>N_diodes</td><td>0</td></tr>
<tr><td>Routed wirelength normalized by instance count</td><td>~12 µm</td></tr>
<tr><td>Initial DRC count</td><td>around 230</td></tr>
<tr><th colspan="2">Worst hold path</th></tr>
<tr><td>Worst hold-check path type</td><td>reg2reg</td></tr>
<tr><th colspan="2">GRT</th></tr>
<tr><td>Maximum number of pins on one net before global-route repair</td><td>22</td></tr>
<tr><td>Number of antenna violations at the first check in global routing</td><td>0</td></tr>
<tr><td>Total global routing track utilization</td><td>17.95%</td></tr>
<tr><td>Global route total overflow</td><td>0</td></tr>
<tr><td>Vias in the first global route</td><td>between 6k and 7k</td></tr>
<tr><td>Wire length of the first global-routing pass</td><td>30.38 mm</td></tr>
<tr><th colspan="2">Status</th></tr>
<tr><td>Status</td><td>finished, final reports clean</td></tr>
</table>
[registers in the layout, indices dropped and copies added, names as in the netlist, 32 cells and up]
name	flops
cnt1	32
cnt3	32
cnt4	32
cnt6	32
cnt2	32
cnt7	32
cnt5	32
[layer usage]
metal | part of all wire (%) | vias to the layer above | global-route usage, %
met1 | 53 | 3322 | 27.95
met4 | 2.1 | 0 | 3.102
met5 | 0 | - | 0
met2 | 42 | 52 | 27.58
li1 | - | 3964 | -
met3 | 2.9 | 31 | 2.765
[worst min path at each step]
| stage | endpoint | slack [ns] | startpoint | cells after the start |
|---|---|---|---|---|
| 4_1_cts | cnt4[0]$_SDFF_PN1_ | 0.42 | cnt4[0]$_SDFF_PN1_ | 1 |
| 5_1_grt | cnt3[0]$_SDFF_PN1_ | 0.44 | cnt3[0]$_SDFF_PN1_ | 1 |
| 6_report | cnt4[0]$_SDFF_PN1_ | 0.42 | cnt4[0]$_SDFF_PN1_ | 1 |
[cell usage after synthesis (7+ instances only)]
master,n,share of area [%]
sky130_fd_sc_hd__dfxtp_1,224,44
sky130_fd_sc_hd__nor2_1,193,7.2
sky130_fd_sc_hd__nand2_1,101,3.7
sky130_fd_sc_hd__xnor2_1,94,8.1
sky130_fd_sc_hd__nor3_1,73,3.6
sky130_fd_sc_hd__xor2_1,65,5.6
sky130_fd_sc_hd__nor4_1,58,3.6
sky130_fd_sc_hd__or3_1,38,2.3
sky130_fd_sc_hd__or4_1,31,2.3
sky130_fd_sc_hd__inv_1,29,1.1
sky130_fd_sc_hd__nand3_1,28,1.4
sky130_fd_sc_hd__clkbuf_1,21,0.78
sky130_fd_sc_hd__o21ai_0,18,0.89
sky130_fd_sc_hd__a21oi_1,13,0.64
sky130_fd_sc_hd__o31ai_1,13,0.96
sky130_fd_sc_hd__mux2_2,11,1.2
sky130_fd_sc_hd__nand2b_1,11,0.68
sky130_fd_sc_hd__nand4_1,10,0.62
sky130_fd_sc_hd__buf_2,9,0.44
sky130_fd_sc_hd__nand3b_1,9,0.67
sky130_fd_sc_hd__nor2b_1,9,0.56
sky130_fd_sc_hd__or2_2,9,0.56
sky130_fd_sc_hd__edfxtp_1,7,2.1
sky130_fd_sc_hd__ha_1,7,0.87
[area by class of cell]
| cell class | count | share of cell area, % |
|---|---|---|
| clock inverter | 12 | 1.222 |
| tap | 265 | 2.945 |
| multi-input combinational | 845 | 45.37 |
| inverter | 31 | 1.145 |
| sequential | 232 | 41.83 |
| clock buffer | 33 | 6.356 |
| timing repair buffer | 14 | 1.133 |
[where the power goes]
| part | switching, mW | leakage, nW | internal, mW |
|---|---|---|---|
| sequential | 0.0000151 | 1.89 | 0.889 |
| clock | 0.339 | 0.427 | 0.556 |
| combinational | 0.00365 | 2.04 | 0.00409 |
| total | 0.343 | 4.36 | 1.45 |
[per-stage QoR]
stage | power (mW) | std cells | instance area (µm²) | hold WS [ns]
global route | 1.855 | 1432 | 11260 | 0.4364
detailed placement | 0.9161 | 1387 | 10410 | 0.4053
CTS | 1.821 | 1432 | 11260 | 0.4187
floorplan | 0.9118 | 1143 | 10120 | 0.3843
finish | 1.791 | 1432 | 11260 | 0.4186
global placement | 0.9161 | 1387 | 10410 | 0.4040
[logic make-up after synthesis]
family	count (synthesis)
latches	1
multiplexers	16
XOR/XNOR	159
adder cells (fa/ha/maj)	7
AND-OR/OR-AND	57
buffers and inverters	66
flip-flops	231
AND/OR/NAND/NOR	606
[placed cells by master (no fill, tap or decap), types with 4 or more instances in the layout]
master / instances
sky130_fd_sc_hd__a21o_1: 4
sky130_fd_sc_hd__a21oi_1: 13
sky130_fd_sc_hd__and2_1: 4
sky130_fd_sc_hd__buf_4: 5
sky130_fd_sc_hd__clkbuf_16: 25
sky130_fd_sc_hd__clkbuf_8: 6
sky130_fd_sc_hd__clkdlybuf4s50_1: 9
sky130_fd_sc_hd__clkinv_2: 8
sky130_fd_sc_hd__dfxtp_1: 224
sky130_fd_sc_hd__edfxtp_1: 7
sky130_fd_sc_hd__ha_1: 7
sky130_fd_sc_hd__inv_1: 29
sky130_fd_sc_hd__mux2_2: 11
sky130_fd_sc_hd__mux2i_1: 5
sky130_fd_sc_hd__nand2_1: 101
sky130_fd_sc_hd__nand2b_1: 11
sky130_fd_sc_hd__nand3_1: 28
sky130_fd_sc_hd__nand3b_1: 9
sky130_fd_sc_hd__nand4_1: 10
sky130_fd_sc_hd__nand4b_1: 5
sky130_fd_sc_hd__nor2_1: 193
sky130_fd_sc_hd__nor2b_1: 9
sky130_fd_sc_hd__nor3_1: 72
sky130_fd_sc_hd__nor4_1: 58
sky130_fd_sc_hd__o21ai_0: 18
sky130_fd_sc_hd__o31ai_1: 13
sky130_fd_sc_hd__or2_2: 9
sky130_fd_sc_hd__or3_1: 38
sky130_fd_sc_hd__or4_1: 31
sky130_fd_sc_hd__or4_4: 4
sky130_fd_sc_hd__xnor2_1: 94
sky130_fd_sc_hd__xor2_1: 65
[worst max-delay path: stages, from the launching register on]
cell                      delay, ns
sky130_fd_sc_hd__dfxtp_1       0.34
sky130_fd_sc_hd__nor4_1        0.56
sky130_fd_sc_hd__and4b_1       0.55
sky130_fd_sc_hd__nand3_1       0.21
sky130_fd_sc_hd__or2_2         0.40
sky130_fd_sc_hd__inv_1         0.55
Power figures rest on the tool's default switching activity, not on a simulated workload.
