[design.v]
`timescale 1ns / 1ps
module music1(
    input	clk,
	 input	onoff,
	 input [6:0] note,
	 output o
	 );
	parameter doo = (25000000/262/2);
	parameter re = (25000000/294/2);
	parameter mi = (25000000/330/2);
	parameter fa = (25000000/349/2);
	parameter sol = (25000000/392/2);
	parameter la = (25000000/440/2);
	parameter si = (25000000/494/2);
	reg s_do,s_re,s_mi,s_fa,s_sol,s_la,s_si;
	reg [31:0] cnt1,cnt2,cnt3,cnt4,cnt5,cnt6,cnt7;
	reg sp;
	assign	o = sp;
	always@(posedge clk)
	begin
	if(cnt1 == 0) cnt1 <= doo-1; else cnt1 <= cnt1-1;
	end
	always@(posedge clk) if(cnt1 == 0) s_do <= ~s_do;
	always@(posedge clk)
	begin
	if(cnt2 == 0) cnt2 <= re-1; else cnt2 <= cnt2-1;
	end
	always@(posedge clk) if(cnt2 == 0) s_re <= ~s_re;
	always@(posedge clk)
	begin
	if(cnt3 == 0) cnt3 <= mi-1; else cnt3 <= cnt3-1;
	end
	always@(posedge clk) if(cnt3 == 0) s_mi <= ~s_mi;
	always@(posedge clk)
	begin
	if(cnt4 == 0) cnt4 <= fa-1; else cnt4 <= cnt4-1;
	end
	always@(posedge clk) if(cnt4 == 0) s_fa <= ~s_fa;
	always@(posedge clk)
	begin
	if(cnt5 == 0) cnt5 <= sol-1; else cnt5 <= cnt5-1;
	end
	always@(posedge clk) if(cnt5 == 0) s_sol <= ~s_sol;
	always@(posedge clk)
	begin
	if(cnt6 == 0) cnt6 <= la-1; else cnt6 <= cnt6-1;
	end
	always@(posedge clk) if(cnt6 == 0) s_la <= ~s_la;
	always@(posedge clk)
	begin
	if(cnt7 == 0) cnt7 <= si-1; else cnt7 <= cnt7-1;
	end
	always@(posedge clk) if(cnt7 == 0) s_si <= ~s_si;
	reg[6:0] state = 0;
	reg sclk;
	always@(state)
		if(onoff == 0) sp<=0;
		else
			begin
				case (state)
				0 : sp <= 0;
				8 : sp<=s_sol; 
				16 : sp<=s_sol; 
				24 : sp<=s_sol; 
				34 : sp<=s_sol;
				36 : sp<=s_mi; 
				38 : sp<=s_re; 
				40 : sp<=s_mi; 
				42 : sp<=s_sol;
				44 : sp<=s_do; 
				50 : sp<=s_sol; 
				52 : sp<=s_mi; 
				54 : sp<=s_re;
				56 : sp<=s_mi; 
				58 : sp<=s_do; 
				60 : sp<=s_re; 
				62 : sp<=s_do; 
				64 : sp<=s_la; 
				66 : sp<=s_do;
				68 : sp<=s_do; 
				70 : sp<=s_la; 
				72 : sp<=s_sol; 
				75 : sp<=s_do;
				78 : sp<=s_do; 
				80 : sp<=s_la; 
				82 : sp<=s_do; 
				83 : sp<=s_do;
				84 : sp<=s_do; 
				86 : sp<=s_la; 
				88 : sp<=s_sol; 
				90 : sp<=s_do;
				94 : sp<=s_sol; 
				96 : sp<=s_la; 
				98 : sp<=s_sol; 
				100 : sp<=s_mi;
				104 : sp<=s_re; 
				108 : sp<=s_do; 
			endcase
		end
	reg [31:0] cnt;
	always@(posedge clk)
	if(onoff ==0) state <=0; else
	begin
		if(cnt == 10000000) begin state <= state+1; cnt <=0; end
		else cnt <= cnt+1;
	end
endmodule
[run.sh]
#!/bin/bash
# OpenROAD 26Q1-2900-gdf79404cd8, Yosys 0.63+post, stock flow scripts
make -C /OpenROAD-flow-scripts/flow DESIGN_CONFIG=/design/flow/config.mk WORK_HOME=/design/flow/orfs finish
[config.mk]
export PLATFORM = sky130hd
export DESIGN_NAME = music1
export DESIGN_NICKNAME = music1
export VERILOG_FILES = /design/flow/design.v
export SDC_FILE = /design/flow/constraint.sdc
export NUM_CORES = 4
export LEC_CHECK = 1
export CORE_UTILIZATION = 50
[constraint.sdc]
current_design music1

set clk_period 10.4
set clk_io_pct 0.2

create_clock -name clk0 -period $clk_period [get_ports {clk}]

set non_clock_inputs [all_inputs -no_clocks]
set_input_delay [expr $clk_period * $clk_io_pct] -clock clk0 $non_clock_inputs
set_output_delay [expr $clk_period * $clk_io_pct] -clock clk0 [all_outputs]
==> results_slide.txt <==
Synthesis and Place & Route Summary

Drt
  – M1 WL: 8747 µm
  – Via Count: 6724
  – DRT antenna net count: 0
  – DRC viols: 0
  – Routed length on met3: 393 µm
  – Drt first pass iters: 7
  – Routed len/inst: 12.87 µm
  – WL met2: 6759 µm
  – Initial DRC Count: 290
  – N_diodes: 0
  – DR vias/cell: 5.345
  – Top Metal Used: met4
  – Final wirelength: 16190 µm

GRT
  – Global-route wire length before repair: 28400 µm
  – Antenna violations before repair: 0
  – Remaining Overflow, GRT: 0
  – Pin count of the biggest net entering global routing: 39
  – Tot GR Track Use: 17.84%
  – Vias in the first global route: 6127

Setup path
  – WP data arrival: 3.13 ns
  – Reg-to-Reg End: s_mi$_DFFE_PN_
  – R2R setup slack: 7.40 ns
  – CP startpoint kind: flop
  – Worst-path fanout max: 18
  – Crit path kind: flop to flop
  – Worst reg2reg path depth: 4
  – RR Startpoint: cnt3[19]$_SDFF_PN0_
  – Crit path DRT: 10.53 ns
  – Element type at the critical path end: flop

Timing
  – Hold Violations, Final: 0
  – FMAX: 332.9 MHz
  – Final min period: 3.004 ns
  – Worst slew margin: 51.94%
  – Max-slew violation count: 0
  – Setup violators final: 0
  – Register pins left without a clock: 1
  – Number of unconstrained endpoints: 2
  – Worst slew pin tran: 0.7209 ns
  – Setup TNS: 0 ns
  – RSZ-0062 raised after global routing: no
  – Clk_skew: 0.005930 ns
  – Final period utilization: 28.88%

Flow run
  – Max-cap viol count: 0
  – OpenROAD warning count: 35

Floorplanning
  – Fp util: 51.67%
  – Die height: 138.9 µm
  – Site Rows: 49
  – Die width: 138.9 µm
  – Die area: 19300 µm²
  – I/O Pins: 10
  – Core area: 18150 µm²

Clocking
  – Reg clk slew, reported paths: 0.06 ns
  – Setup Buffers After CTS: 0
  – Post-CTS resize count: 0
  – Clk latency late pin: 0.49 ns
  – Clock buffer depth: 3
  – TritonCTS clock tree: yes
  – TritonCTS buffer count: 22
  – H-tree Lvls: 1
  – # hold bufs at CTS: 0
  – Root buf cell: clkbuf_16

Place
  – Post-Place Cells: 1220
  – GP Congestion: 0.8163
  – Port buffer count: 2
  – DP HPWL: 10430 µm

Worst hold path
  – Hold path startpoint: cnt3[0]$_SDFF_PN1_
  – HP Class: flop to flop
  – Worst hold stages: 1
  – Hold Path End: cnt3[0]$_SDFF_PN1_

Cells and area
  – Commonest Layout Cell: dfxtp_1
  – Final Instance Count excl. Fillers: 1258
  – Fillers: 1573
  – Top cells excl fill/tap: dfxtp_1 (167), nor2_1 (142), nand2_1 (84)
  – Share of layout cells above drive strength 1: 6.220%
  – Area grow syn2layout: 9.328%

Logic synthesis
  – Mapped cell area: 9376 µm²
  – Synthesis area per yosys: 9376 µm²
  – Cells after Synth: 1017
  – Yosys top cell by area: dfxtp_1
  – Top-area cell share: 35.66%
  – Async set-reset flop share out of synthesis: 0%
  – Flip-flops with a built-in enable: 37
  – Top cells by area: dfxtp_1 (36%), edfxtp_1 (12%), xnor2_1 (7.4%), nor2_1 (5.7%), xor2_1 (4.8%)
  – Mean area per synthesized cell: 9.220 µm²
  – Yosys warns: 1
  – Synth Flop Type: dfxtp_1
  – Yosys Instances: 1017
  – Registers, synthesis: 205
  – Synth cell types: 58

Pwr
  – LEAKAGE: 3.827 nW
  – Peak supply drop: 155.5 µV
  – Pwr dens: 153.2 nW/µm²

Outcome
  – Status: completed
through the flow:
step | worst slack (ns) | cell area [µm²] | utilization (%) | hold slack (ns) | power [W]
finish | 7.396 | 10250 | 56.49 | 0.4098 | 0.001571
global route | 7.209 | 10250 | 56.49 | 0.4255 | 0.001630
CTS | 7.365 | 10250 | 56.49 | 0.4145 | 0.001596
detailed placement | 7.376 | 9573 | 52.75 | 0.4000 | 0.0008580
global placement | 7.377 | 9573 | 52.75 | 0.3983 | 0.0008579
floorplan | 7.566 | 9376 | - | 0.3789 | 0.0008502
layout make-up:
class | instances | area, µm² | share of cell area [%]
clock inverter | 4 | 20.02 | 0.1953
multi-input combinational | 748 | 4636 | 45.22
timing repair buffer | 7 | 52.55 | 0.5126
sequential | 205 | 4469 | 43.60
tap | 229 | 286.5 | 2.795
clock buffer | 34 | 658.1 | 6.420
inverter | 31 | 128.9 | 1.257
registers in the layout, summed over array words and instances, names as in the netlist:
| register | count |
|---|---|
| sp | 1 |
| s_do | 1 |
| s_la | 1 |
| cnt2 | 32 |
| cnt | 32 |
| state | 7 |
| cnt3 | 32 |
| cnt1 | 32 |
| s_re | 1 |
| cnt5 | 32 |
| s_sol | 1 |
| cnt6 | 32 |
| s_mi | 1 |
metal layers:
metal / global-route usage, % / up-vias
met2: 26.29 / 43
met4: 3.099 / 0
met3: 2.357 / 22
met5: 0 / -
met1: 29.68 / 3050
li1: - / 3609
critical path, stage by stage (launching register included):
cell	delay, ns
dfxtp_1	0.33
or4_1	0.59
or4_1	0.56
nor4_2	0.45
and3_1	0.71
where the power goes:
| part | leakage, nW | total [W] | switching, W | internal (W) |
|---|---|---|---|---|
| logic | 1.76 | 0.0000163 | 0.00000828 | 0.00000801 |
| registers | 1.72 | 0.000825 | 0.0000103 | 0.000814 |
| clock network | 0.339 | 0.000730 | 0.000297 | 0.000433 |
| total | 3.83 | 0.00157 | 0.000316 | 0.00126 |
cell usage after synthesis (2+ instances only):
cell type / instances
xnor2_1: 79
dfxtp_1: 167
o211ai_1: 2
a21oi_1: 14
a32o_1: 3
buf_2: 5
buf_1: 2
ha_1: 10
mux2_2: 8
and4_1: 12
nor3_1: 62
a21boi_0: 2
nand2b_1: 7
clkbuf_1: 24
or2_2: 9
nor4_1: 38
o31ai_1: 6
and2_1: 5
nand2_1: 84
nand3b_1: 4
and3_1: 9
a211oi_1: 2
nor2_1: 142
or4_4: 2
o22ai_1: 2
mux2i_1: 9
nand3_1: 28
nor4bb_1: 5
nor3b_1: 4
a31oi_1: 2
nor2b_1: 7
or4_1: 24
nor4b_1: 7
nand4_1: 18
o21ai_0: 30
inv_1: 29
or3_1: 32
edfxtp_1: 37
o41ai_1: 7
xor2_1: 51
a22o_1: 5
a21o_1: 5
o2bb2ai_1: 2
worst max path at each step:
| stage | startpoint | endpoint | slack (ns) | cells past startpoint |
|---|---|---|---|---|
| after CTS | cnt3[19]$_SDFF_PN0_ | s_mi$_DFFE_PN_ | 7.36 | 4 |
| after global routing | cnt3[19]$_SDFF_PN0_ | s_mi$_DFFE_PN_ | 7.21 | 4 |
| final | cnt3[19]$_SDFF_PN0_ | s_mi$_DFFE_PN_ | 7.40 | 4 |
kinds of logic after synthesis:
logic type	Yosys count	synth area share (%)
AND/OR/NAND/NOR	505	27.98
flip-flops	204	47.50
XOR/XNOR	130	12.14
AND-OR/OR-AND	86	5.991
buffers and inverters	64	2.962
multiplexers	17	1.922
adder cells (fa/ha/maj)	10	1.334
latches	1	0.1601
Power and IR drop assume default switching activity.
