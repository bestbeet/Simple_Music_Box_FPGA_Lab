**config.mk**
```make
export PLATFORM = sky130hd
export DESIGN_NAME = sound
export DESIGN_NICKNAME = sound
export VERILOG_FILES = /design/flow/design.v
export SDC_FILE = /design/flow/constraint.sdc
export NUM_CORES = 4
export LEC_CHECK = 1
export CORE_UTILIZATION = 40
```
**constraint.sdc**
```tcl
current_design sound

set clk_period 10.4
set clk_io_pct 0.2

create_clock -name clk0 -period $clk_period [get_ports {clk}]

set non_clock_inputs [all_inputs -no_clocks]
set_input_delay [expr $clk_period * $clk_io_pct] -clock clk0 $non_clock_inputs
set_output_delay [expr $clk_period * $clk_io_pct] -clock clk0 [all_outputs]
```
**design.v**
```verilog
`timescale 1ns / 1ps
module sound(
    input	clk,
	 input	onoff,
	 input [6:0] note,
	 output o
	 );
	parameter doo = (25000000/262/2);
	parameter re = (25000000/294/2);
	parameter mi = (25000000/330/2);
	parameter fa = (25000000/349/2);
	parameter sol = (25000000/392/2);
	parameter la = (25000000/440/2);
	parameter si = (25000000/494/2);
	reg s_do,s_re,s_mi,s_fa,s_sol,s_la,s_si;
	reg [31:0] cnt1,cnt2,cnt3,cnt4,cnt5,cnt6,cnt7;
	reg sp;
	assign	o = sp;
	always@(posedge clk)
	begin
	if(cnt1 == 0) cnt1 <= doo-1; else cnt1 <= cnt1-1;
	end
	always@(posedge clk) if(cnt1 == 0) s_do <= ~s_do;
	always@(posedge clk)
	begin
	if(cnt2 == 0) cnt2 <= re-1; else cnt2 <= cnt2-1;
	end
	always@(posedge clk) if(cnt2 == 0) s_re <= ~s_re;
	always@(posedge clk)
	begin
	if(cnt3 == 0) cnt3 <= mi-1; else cnt3 <= cnt3-1;
	end
	always@(posedge clk) if(cnt3 == 0) s_mi <= ~s_mi;
	always@(posedge clk)
	begin
	if(cnt4 == 0) cnt4 <= fa-1; else cnt4 <= cnt4-1;
	end
	always@(posedge clk) if(cnt4 == 0) s_fa <= ~s_fa;
	always@(posedge clk)
	begin
	if(cnt5 == 0) cnt5 <= sol-1; else cnt5 <= cnt5-1;
	end
	always@(posedge clk) if(cnt5 == 0) s_sol <= ~s_sol;
	always@(posedge clk)
	begin
	if(cnt6 == 0) cnt6 <= la-1; else cnt6 <= cnt6-1;
	end
	always@(posedge clk) if(cnt6 == 0) s_la <= ~s_la;
	always@(posedge clk)
	begin
	if(cnt7 == 0) cnt7 <= si-1; else cnt7 <= cnt7-1;
	end
	always@(posedge clk) if(cnt7 == 0) s_si <= ~s_si;
	reg[6:0] state = 0;
	reg sclk;
	always@(state)
		if(onoff == 0) sp<=0;
		else
			begin
				case (state)
				0 : sp <= 0;
				1 : sp<=s_sol; 
				2 : sp<=s_sol; 
				3 : sp<=s_la; 
				4 : sp<=s_sol;
				5 : sp<=s_do; 
				6 : sp<=s_; 
				7 : sp<=s_sol; 
				8 : sp<=s_sol;
				9 : sp<=s_la; 
				10 : sp<=s_sol; 
				11 : sp<=s_re; 
				12 : sp<=s_do;
				13 : sp<=s_sol; 
				14 : sp<=s_sol; 
				15 : sp<=s_sol; 
				16 : sp<=s_mi; 
				17 : sp<=s_do; 
				18 : sp<=s_;
				19 : sp<=s_la; 
				20 : sp<=s_fa; 
				21 : sp<=s_fa; 
				22 : sp<=s_mi;
				23 : sp<=s_do; 
				24 : sp<=s_mi; 
				25 : sp<=s_re; 
				26 : sp<=s_sol;
				27 : sp<=s_sol; 
				28 : sp<=s_la; 
				29 : sp<=s_sol; 
				30 : sp<=s_do;
				31 : sp<=s_; 
				32 : sp<=s_sol; 
				33 : sp<=s_sol; 
				34 : sp<=s_la;
				35 : sp<=s_sol; 
				36 : sp<=s_re;
				37 : sp<=s_do; 
				38 : sp<=s_sol; 
				39 : sp<=s_sol;  
				40 : sp<=s_sol; 
				41 : sp<=s_mi; 
				42 : sp<=s_do; 
				43 : sp<=s_; 
				44 : sp<=s_la; 
				45 : sp<=s_fa; 
				46 : sp<=s_fa; 
				47 : sp<=s_mi; 
				48 : sp<=s_do; 
				49 : sp<=s_re; 
				50 : sp<=s_do;
				51 : sp<=s_do; 
				52 : sp<=s_do; 
				53 : sp<=s_do; 
				54 : sp<=s_do; 
				55 : sp<=s_do; 
				56 : sp<=s_do; 
				57 : sp<=s_do; 
				58 : sp<=s_do; 
				59 : sp<=s_do; 
				60 : sp<=s_do; 
				61 : sp<=s_do; 
				62 : sp<=s_do; 
				63 : sp<=s_do; 
				64 : sp<=s_do; 
				65 : sp<=s_do; 
				66 : sp<=s_do; 
				67 : sp<=s_do; 
				68 : sp<=s_do; 
				69 : sp<=s_do; 
				70 : sp<=s_do; 
				71 : sp<=s_do; 
				72 : sp<=s_do; 
				73 : sp<=s_do; 
				74 : sp<=s_do; 
				75 : sp<=s_do; 
				76 : sp<=s_do; 
				77 : sp<=s_do; 
				78 : sp<=s_do; 
				79 : sp<=s_do; 
				80 : sp<=s_do; 
				81 : sp<=s_do; 
				82 : sp<=s_do; 
				83 : sp<=s_do; 
				84 : sp<=s_do; 
				85 : sp<=s_do;
				86 : sp<=s_do;  
				87 : sp<=s_do; 
				88 : sp<=s_do; 
				89 : sp<=s_do; 
				90 : sp<=s_do; 
				91 : sp<=s_do; 
				92 : sp<=s_do; 
				93 : sp<=s_do; 
				94 : sp<=s_do; 
				95 : sp<=s_do; 
				96 : sp<=s_do; 
				97 : sp<=s_do; 
				98 : sp<=s_do; 
				99 : sp<=s_do;  
			endcase
		end
	reg [31:0] cnt;
	always@(posedge clk)
	if(onoff ==0) state <=0; else
	begin
		if(cnt == 10000000) begin state <= state+1; cnt <=0; end
		else cnt <= cnt+1;
	end
endmodule
```
**run.sh**
```bash
#!/bin/bash
# OpenROAD 26Q1-2900-gdf79404cd8, Yosys 0.63+post, stock flow scripts
make -C /OpenROAD-flow-scripts/flow DESIGN_CONFIG=/design/flow/config.mk WORK_HOME=/design/flow/orfs finish
```
==> summary.txt <==
outcome: finished clean
top area contributor share: 35.8%
Flop pwr share: 50.7%
Rel. slew slack: 49.1%
GP Congestion: 0.822
clock slew at reported path FFs: 0.06 ns
CP Data Required Time: 10.55 ns
final instance count without filler cells: 1619
Hold Path End: cnt4[0]
Psw: 0.000367 W
Area Overhead vs Synth: 11.5%
post-DR vias/cell: 5.06
Setup TNS: 0 ns
# hold bufs at CTS: 0
# placed instances: 1571
vias post-DR: 8195
final worst slack: 7.18 ns
Root Driver: clkbuf_16
Post-CTS Setup Inserts: 0
RSZ-0062 raised after global routing: no
Clock Path Buffers: 3
post-layout minimum cycle time: 3.22 ns
Final HPWL DP: 12.4 mm
reg2reg path depth: 7
# rows: 60
Setup-failing EPs final: 0
Syn Inst Count: 1229
Hold Fails Final Rpt: 0
highest clock rate: 0.310 GHz
Synth Flop Type: dfxtp_1
Sw Share: 19.6%
Synth Register Bits: 238
first-pass GRT wire length: 34.4 mm
EDFF count, synth: 38
vias in the first global route: 7566
worst hold path startpoint: cnt4[0]
Avg Synthesized Cell Area: 9.05 sq um
number of I/O pins: 10
Tool Warnings: 36
worst reg-to-reg setup slack: 7.18 ns
H-tree depth: 1
diode count: 0
most common cell in the netlist: dfxtp_1
yosys cell count: 1229
1st-iter DRT viols: 426
origin of the critical flop-to-flop path: cnt3[0]
GRT overflow: 0
Largest cells by area: dfxtp_1 (36%), edfxtp_1 (10%), nor2_1 (6.5%)
Cell Area, Synth: 0.0111 sq mm
count of input and output buffers: 2
reg-to-reg endpoint: s_mi
Final Skew: 0.00450 ns
Max Cap Viol: 0
PD cells: 151 mW/mm^2
DP Worst Slack: 7.19 ns
CTS tree: yes
P_int: 0.00151 W
DR pass1 iterations: 4
initial antenna violation count: 0
crit end category: flop
DRC Markers: 0
Arr. time, crit path: 3.37 ns
Chip Width: 169 microns
final WL: 19.4 mm
Max IR drop VDD: 89.3 uV
ratio of cells with drive above 1 in the final layout: 7.54%
die height: 169 microns
yosys stat area: 0.0111 sq mm
average wire per standard cell: 12.0 microns
Fillers: 2520
worst hold path class: flop to flop
DRT antenna net count: 0
FFs w/ async S/R, synth: 0%
die area: 0.0285 sq mm
Slew @ Worst Pin: 0.763 ns
Tot GR Track Use: 14.5%
Placeable Area: 0.0271 sq mm
TritonCTS Buffers: 26
Initial Utilization: 41.0%
Post-CTS Resized: 0
Min-Delay Path Depth: 1
CP max FO: 20
clock power share: 48.4%
largest net degree at the start of global routing: 45
register pins left without a clock: 1
Synth top cells by count: dfxtp_1 (199), nor2_1 (192), nand2_1 (102), xnor2_1 (78), xor2_1 (78)
critical path type: flop to flop
Leak Pwr: 4.64 nW
Slew Viols, Final: 0
power share of the combinational group: 0.9%
synth warn: 3
Final Util: 45.7%
cycle use final: 31.0%
Worst-Skew Late Latency: 0.52 ns
Distinct cells, synth: 66
largest area contributor in the netlist: dfxtp_1
type of origin of the critical path: flop
number of unconstrained endpoints: 2
==> final cells by class <==
| type | instances | area (sq um) | share of cell area, % |
|---|---|---|---|
| clock buffer | 45 | 865 | 6.98 |
| timing repair buffer | 13 | 97.6 | 0.788 |
| tap | 372 | 465 | 3.76 |
| multi-input combinational | 912 | 5670 | 45.8 |
| sequential | 238 | 5140 | 41.5 |
| clock inverter | 3 | 15.0 | 0.121 |
| inverter | 36 | 135 | 1.09 |
==> cell usage in the layout, fill, tap and decap left out, types with 35 or more instances in the layout <==
cell type / n
nor4_1: 45
nor3_1: 63
dfxtp_1: 199
edfxtp_1: 38
nand2_1: 102
nor2_1: 192
nand3_1: 37
xnor2_1: 78
or4_1: 35
xor2_1: 78
==> cells by family (layout without fill, tap and decap cells) <==
family | Yosys count | in the layout | synth area share [%]
and+or+nand+nor | 625 | 625 | 29.3
DFF | 237 | 237 | 46.1
xor gates and xnor gates | 156 | 156 | 12.3
AOI/OAI and AO/OA | 98 | 98 | 6.02
buffers and inverters | 79 | 97 | 2.72
muxes | 21 | 21 | 2.13
adders and majority gates | 12 | 12 | 1.35
latches | 1 | 1 | 0.135
==> power groups by stage <==
stage         combinational, W  clock [W]  sequential [W]
finish               0.0000173   0.000908        0.000951
global route         0.0000198   0.000976        0.000952
CTS                  0.0000176   0.000941        0.000950
==> how the worst max path moves through the flow <==
stage	startpoint	end	slack [ns]
CTS	cnt3[0]	s_mi	7.17
global route	cnt3[0]	s_mi	6.85
finish	cnt3[0]	s_mi	7.18
==> routing by layer <==
layer  up-vias  GRT usage [%]  routed length, microns
li1       4347              -                       -
met1      3748           22.8                   10100
met2        71           21.9                    8240
met3        29           2.33                     634
met4         0           2.61                     416
met5         -              0                       0
==> per-stage QoR <==
stage	hold WS, ns	cell area [sq um]	total power, W
after floorplan	0.384	11100	0.000980
after global placement	0.399	11500	0.000987
after detailed placement	0.405	11500	0.000988
after CTS	0.422	12400	0.00191
after global routing	0.436	12400	0.00195
final	0.415	12400	0.00188
==> sequential cells by signal, indices dropped and copies added (netlist names) <==
signal / cells
cnt2: 32
state: 7
cnt1: 32
s_la: 1
cnt5: 32
s_fa: 1
cnt6: 32
cnt4: 32
s_do: 1
s_sol: 1
s_re: 1
cnt3: 32
cnt: 32
s_mi: 1
sp: 1
==> critical path: stages (launching register included) <==
cell     delay [ns]
dfxtp_1        0.34
inv_1          0.08
ha_1           0.20
nor4b_1        0.48
nand4_1        0.55
nor2_1         0.34
nand4_1        0.30
inv_1          0.57
Power and IR drop assume default switching activity.
